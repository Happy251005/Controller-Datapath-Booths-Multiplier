==> design.v <==
module alu(input [15:0] A, input [15:0] B, input addSub, output reg [15:0] Z);
always @(*) begin
    if (addSub) begin
        Z = A - B;
    end else begin
        Z = A + B;
    end
end
endmodule
module cntr(input clk, input ld, input dec, output reg [4:0] count);
always @(posedge clk) begin
    if (ld) begin
        count <= 16;
    end else if (dec) begin
        count <= count - 1;
    end
end     
endmodule
module datapath(input clk, input ldA, clrA, sftA, ldQ, clrQ, sftQ, ldM, clrff,ldcount ,decCount, addSub,
                     input [15:0] data_in,
                     output eqz,
                     output Q0,
                     output Qm1);
wire [15:0] A, Q, Z,M;
wire [4:0] count;
assign Q0 = Q[0];
assign eqz = (count==0);
shiftreg pA(.clk(clk), .ld(ldA), .clr(clrA), .sr_in(A[15]), .data_in(Z),.sft(sftA), .data_out(A));
shiftreg pQ(.clk(clk), .ld(ldQ), .clr(clrQ), .sr_in(A[0]), .data_in(data_in),.sft(sftQ), .data_out(Q));
pipo pM(.clk(clk), .ld(ldM), .data_in(data_in), .data_out(M));
dff pQm1(.clk(clk), .d(Q0), .q(Qm1), .clr(clrff));
alu alu1(.A(A), .B(M), .addSub(addSub), .Z(Z));
cntr cn(.clk(clk), .ld(ldcount), .dec(decCount), .count(count));
endmodule
module dff(input clk, input d, output reg q, input clr);
always @(posedge clk or posedge clr) begin
    if (clr) begin
        q <= 0;
    end else begin
        q <= d;
    end
end
endmodule
module pipo(input clk, input ld, input [15:0] data_in, output reg [15:0] data_out);
always @(posedge clk) begin
    if (ld) begin
        data_out <= data_in;
    end
end
endmodule
module shiftreg(input clk, input ld, clr, sft, sr_in, input [15:0] data_in, output reg [15:0] data_out);
always @(posedge clk or posedge clr) begin
    if (clr) begin
        data_out <= 16'b0;
    end else if (ld) begin
        data_out <= data_in;
    end else if (sft) begin
        data_out <= {sr_in, data_out[15:1]};
    end
end
endmodule
==> run.sh <==
#!/bin/bash
# OpenROAD 26Q1-2900-gdf79404cd8, Yosys 0.63+post, stock flow scripts
make -C /OpenROAD-flow-scripts/flow DESIGN_CONFIG=/design/flow/config.mk WORK_HOME=/design/flow/orfs finish
==> config.mk <==
export PLATFORM = sky130hd
export DESIGN_NAME = datapath
export DESIGN_NICKNAME = datapath
export VERILOG_FILES = /design/flow/design.v
export SDC_FILE = /design/flow/constraint.sdc
export NUM_CORES = 4
export LEC_CHECK = 1
export CORE_UTILIZATION = 40
==> constraint.sdc <==
current_design datapath

set clk_period 8.8
set clk_io_pct 0.2

create_clock -name clk0 -period $clk_period [get_ports {clk}]

set non_clock_inputs [all_inputs -no_clocks]
set_input_delay [expr $clk_period * $clk_io_pct] -clock clk0 $non_clock_inputs
set_output_delay [expr $clk_period * $clk_io_pct] -clock clk0 [all_outputs]
==> results.ini <==
[finish]
mi_logic_area_mm2=0.001689
fin_util=0.4817
fillerInstances=712
drive_gt1_frac=0.05983
lay_top_count=nand2_1
flop_area_mm2=0.001406
area_delta_synth_final_pct=16.62
layout_top_cells=nand2_1 (35), dfrtp_1 (33), clkdlybuf4s50_1 (30), mux2i_1 (29), xnor2_1 (24)

[power_and_ir_drop]
swShare=0.3648
switching_power_uw=357.0
internal-power_uw=621.6
pwr-share-seq=0.368
combPwrFrac=0.453
powerDensity_mw_per_mm2=262.9
pwr-share-clk=0.179
ir_worst_vdd_mv=0.08536
p_leak_nw=1.563

[drt]
dr.pass1.iters=4
drt-total-wl_mm=5.770
drt_iter0_markers=66
post-route-drc-count=0
diodes=0
wl_per_cell_um=12.74
vias=2306
vias_per_cell=5.091
ant_nets=0

[clock_network]
htreeDepth=2
ctsRootBufferMaster=clkbuf_8
cts_max_path_buffers=2
cts_resized=0
clkLatencyLatePin_ns=0.32
cts_hold_buf=0
cts_sinks=54
cts_tree=done
cts_buffers=5
cts.clk_slew.worst_paths_ns=0.11
cts_setup_buffers=0

[global_route]
grt_max_degree=33
grt_pass1_vias=2144
use_met2=0.2311
grt_usage=0.1494
grt_first_pass_wirelength_mm=9.811
grtUsageMet1=0.2394
antenna_found_initial=0
top_usage_layer=met1
met3_usage=0.02211
gr-total-overflow=0

[hold_path]
min_path_type=reg -> reg

[final_timing]
grt_setup_unrepaired=false
finalHoldViolCount=0
tightest_slew_ns=0.6901
fmax_ghz=0.2286
fin_crit_sh=0.4971
setup_viol=0
worst_slack_ns=4.426
skew_ns=0.01313
holdWs_ns=0.4141
maxSlewViolCount=0
relSlewSlack=0.5385
fin_setup_tns_ns=0
min_period_ns=4.374

[placement]
gp_congestion=0.8498
dp.final_hpwl_mm=4.306
port_buffers=30
pre_cts_ws_ns=4.123

[worst_setup_path]
regToRegEndpoint=pA.data_out[15]
crit_path_end=pA.data_out[14]
cp_max_fo=15
startpoint_type=input pin
critPathKind=in -> reg
r2r-start=pM.data_out[4]
r2r_cells=13
critPathArrivalTime_ns=4.58
critPathRequiredTime_ns=9.00
crit_start=addSub
rrSetupSlack_ns=5.83
critPathCaptureType=flop

[synth]
ys_seq_frac=0.4406
top_area_cell=dfrtp_1
synthesis.instances=320
synth_warnings=5
avgSynthCellArea_um2=9.974
ys_types=47
area_leaders=dfrtp_1 (26%), edfxtp_1 (15%), mux2i_1 (9.1%), ha_1 (6.7%), xnor2_1 (6.6%)
yosysChipArea_mm2=0.003192
flop_cell=dfrtp_1
synth-edff-count=16
yosys_cells=320
netlist_area_mm2=0.003192
synth_flops=54
async_flop_share=0.6111
netlist.area_leader.share=0.2587

[die]
die_x_um=91.33
io_pins=31
fp_util=0.4131
die_area_mm2=0.008341
die_h_um=91.33
rows=32
coreArea_mm2=0.007727

[flow_run]
maxCapViolCount=0
warnings=25

[status]
outcome=finished clean

-- per-stage QoR --
stage,power [mW],area [µm²],cells
detailed placement,0.8052,3606,445
global placement,0.8059,3606,445
CTS,0.9864,3722,453
finish,0.9786,3722,453
global route,1.056,3722,453
floorplan,0.7138,3192,320
-- kinds of logic after synthesis --
| group | share of synthesized area |
|---|---|
| simple gates | 0.1258 |
| compound gates | 0.1494 |
| flops | 0.4406 |
| mux | 0.1015 |
| xor+xnor | 0.07958 |
| buf+inv | 0.03019 |
| fa+ha+maj | 0.07291 |
-- registers in the layout, indices dropped and copies added (netlist names) --
register / cells
cn.count: 5
pA.data_out: 16
pM.data_out: 16
pQ.data_out: 16
pQm1.q: 1
-- worst min-delay path by stage --
stage,start,to,depth (start not counted)
finish,pQ.data_out[0],pQm1.q,0
CTS,pQ.data_out[0],pQm1.q,0
global route,pQ.data_out[0],pQm1.q,0
-- worst max-delay path, cell delays in order --
cell and delay (ns):
clkdlybuf4s50_1 0.81, mux2i_1 0.21, fa_1 0.46, a21o_1 0.17
a21oi_1 0.27, o21ai_1 0.15, and3_4 0.21, a221oi_2 0.25
xor2_1 0.17, mux2i_1 0.09
-- power groups by stage --
stage	combinational [mW]	clock, mW	sequential [mW]
6_report	0.443	0.175	0.360
5_1_grt	0.497	0.190	0.369
4_1_cts	0.443	0.183	0.361
-- cell usage after synthesis, drive strengths merged (2+ instances only) --
master	instances
nor2	21
or3	2
nand2	35
o31a	2
nor4b	2
a31oi	3
a21oi	18
xor2	5
ha	17
o22ai	2
inv	14
dfxtp	5
clkbuf	7
a21o	5
a211oi	4
nor2b	4
nor3	9
edfxtp	16
nand2b	3
nand3	2
buf	4
xnor2	24
and3	2
dfrtp	33
o21ai	29
o21a	5
mux2i	29
o21bai	2
mux2	3
-- final cells by class --
| type | instances | area share |
|---|---|---|
| Multi-Input combinational cell | 241 | 0.4538 |
| Sequential cell | 54 | 0.3778 |
| Timing Repair Buffer | 34 | 0.08874 |
| Tap cell | 102 | 0.03429 |
| Clock buffer | 5 | 0.01849 |
| Inverter | 14 | 0.01412 |
| Clock inverter | 3 | 0.01277 |
-- metal layers --
metal / vias to the layer above / share of wire / routed length [µm]
met1: 1076 / 0.52 / 3021
met2: 27 / 0.43 / 2509
met4: 0 / 0.014 / 78
met5: - / 0 / 0
met3: 7 / 0.028 / 161
li1: 1196 / - / -
Power figures rest on the tool's default switching activity, not on a simulated workload.
