File: ./design.v
module control(output reg ldA,clrA,sftA,ldQ,clrQ,sftQ,ldM,clrff,ldcount,decCount,addSub,done, input eqz,Q0,Qm1,start,clk,rst);
reg [2:0] next_state,state;
parameter S0 = 3'b000,
          S1 = 3'b001,
          S2 = 3'b010,
          S3 = 3'b011, 
          S4 = 3'b100, 
          S5 = 3'b101, 
          S6 = 3'b110,
          S7 = 3'b111; 
always @(posedge clk) begin
    if (rst)
        state <= S0;
    else
        state <= next_state;
end
always @(*) begin
    ldA = 0; clrA = 0; sftA = 0;
    ldQ = 0; clrQ = 0; sftQ = 0;
    ldM = 0; clrff = 0; done = 0;
    ldcount = 0; decCount = 0; addSub = 0;
    next_state = state;
    case (state)
        S0: if(start) next_state = S1;
        else next_state = S0;
        S1: begin
            clrA = 1; ldM = 1; ldcount = 1; clrff = 1;
            next_state = S2;
        end
        S2: begin
            ldQ = 1;
            clrff = 1;
            next_state = S3;
        end
        S3: begin
            if (eqz) next_state = S5;
            else if({Q0,Qm1} == 2'b01) begin
                ldA = 1;
                next_state = S4;
            end
            else if({Q0,Qm1} == 2'b10) begin
                ldA = 1;
                addSub = 1;
                next_state = S4;
            end
            else next_state = S4;
        end
        S4: begin
            addSub = 0;
            sftA = 1; sftQ = 1; decCount = 1;
            next_state = S3;
        end
        S5: begin
            done = 1;
            next_state = S5;
        end
        default: next_state = S0;
    endcase
end
endmodule
File: ./run.sh
#!/bin/bash
# OpenROAD 26Q1-2900-gdf79404cd8, Yosys 0.63+post, stock flow scripts
make -C /OpenROAD-flow-scripts/flow DESIGN_CONFIG=/design/flow/config.mk WORK_HOME=/design/flow/orfs finish
File: ./config.mk
export PLATFORM = sky130hd
export DESIGN_NAME = control
export DESIGN_NICKNAME = control
export VERILOG_FILES = /design/flow/design.v
export SDC_FILE = /design/flow/constraint.sdc
export NUM_CORES = 4
export LEC_CHECK = 1
export CORE_AREA = 10 10 70 70
export DIE_AREA = 0 0 80 80
File: ./constraint.sdc
current_design control

set clk_period 1.0
set clk_io_pct 0.2

create_clock -name clk0 -period $clk_period [get_ports {clk}]

set non_clock_inputs [all_inputs -no_clocks]
set_input_delay [expr $clk_period * $clk_io_pct] -clock clk0 $non_clock_inputs
set_output_delay [expr $clk_period * $clk_io_pct] -clock clk0 [all_outputs]
==> run notes <==
flow finished, numbers: Vias/cell=2.51, Netlist Area Pre-Place=254 sq um, period utilisation layout=120%, PnR Total Power=between 500 and 600 uW, buffers plus inverters on the worst setup path=2, via count=roughly 240, total die size=about 0.0064 sq mm, Cell Int Power=about 440 uW, number of flip-flops in the largest register=6, Top reg by flops=state, crit path cell chain=buf_6, or2_1, buf_2, dpl cells=around 90, CP max stage delay=roughly 330 ps, ys cells=29, Core Util, Final=around 15%, total CTS buffers=3, Layout Skew=11.1 ps, drt initial violations=2, Die H=about 80 um, non-filler cells, final=95, leading cell type by number of instances after synthesis=nor2_1, crit path DRT=around 800 ps, vias in the first global route=between 200 and 250, total gr overflow=0, sequential-to-total area share from yosys stat=a little under half, Skew-Pair Late Insertion Delay=250 ps, tool warnings=27, final hold viol count=0, Cell Area, Placed=roughly 460 sq um, Hold WS=roughly 340 ps, Final Max Slew Viols=0, top cell type by total area after synthesis=dfxtp_1, peak supply drop=about 0.35 mV, Synth area leaders=dfxtp_1 47%, buf_4 15%, nor2_1 10%, nand2b_4 5.4%, ha_1 4.9%, CTS tree=done, Peak Freq=around 0.83 GHz, power share of the clock group=39.7%, P&R area growth vs syn=108%, first-pass GRT wire length=1170 um, pre-CTS setup slack=-729 ps, type of origin of the critical path=flip-flop, # DRC=0, Cell Type Count=12, Crit-path slowest cell=dfxtp_2, cell family with most CP delay=flip-flops, sequential group share of total power=a little under half, Post-synth EDFFs=0, wire per inst=approximately 7.9 um, post-route ant nets=0, Top-Level Pins=18, CTS Buffer Depth=2, Post-Syn Instances=29, FP Util=~7.4%, Finished Cell Area=between 500 and 600 sq um, crit path max fanout=3, num rows=21, Area leader share=between 40% and 50%, CTS root buffer=clkbuf_4, Final Wtd Congestion=approximately 0.75, kind of critical path=reg -> out, hpwl dp=roughly 580 um, initial antenna violation count=0, Worst Hold Class=in -> reg, Max Cap Violations=0, layout cell share with drive strength beyond 1=about 53%, DRT Wirelength=about 750 um, core area=0.00342 sq mm, Synth flops=6, main flop type=dfxtp_1, commonest cells in the netlist=7 x nor2_1, 6 x dfxtp_1, 5 x buf_4, Largest regs=state (6), PD cells=1060 mW/mm^2, Pre-antenna DRT Iters=2, minimum clock period=~1200 ps, Yosys Chip Area=254 sq um, # clock sinks=6, asr flop ratio synth=0%, Synth Area per Inst=between 8 and 9 sq um, final setup margin=-203 ps, switching share of total power=a little over a fifth, All-Layer GR Usage=under 10%, largest net degree at the start of global routing=7, RSZ-0062 raised after global routing=true, Ant. Diodes=0, Setup-failing EPs final=3, H-Tree Depth=1, outcome=finished with violations, Comb pwr share=approximately 15%, Worst Path Arrival=around 1000 ps, failing checks=negative setup slack, switching power=between 100 and 150 uW, Filler Cell Count=between 300 and 400, IO buf count=16, sum of negative setup slack=-231 ps, Lkg Pwr=between 0.2 and 0.25 nW, CP endpoint kind=primary output, clock slew at reported path FFs=about 50 ps, die width=80 um, Synthesis Warnings=1
-- path summary, 6_finish.rpt --
check / to / slack, ps / startpoint / depth (start not counted)
setup / recovery: clrff / -200 / state[3] / 3
hold / removal: state[4] / 340 / eqz / 3
setup reg to reg: state[1] / 220 / state[5] / 4
hold reg to reg: state[3] / 430 / state[0] / 2
-- metal layers --
metal,up-vias,GRT usage [%],part of all wire [%]
li1,122,-,-
met4,0,0.176,0
met2,17,2.65,32
met1,99,3.02,46
met3,0,2.73,22
met5,-,0,0
-- what timing repair did --
action | 4_1_cts | 5_1_grt
gates resized | 47 | 7
buffers inserted | 5 | 0
cloned | 0 | 0
endpoints found under the hold margin | 0 | 0
setup endpoints to repair | 11 | 10
hold buffers | 0 | 0
pin swaps | 2 | 2
-- final cells by class --
cell class | instances | area [sq um] | area share, %
sequential | 6 | 126 | 23.9
clock buffer | 3 | 22.5 | 4.26
inverter | 3 | 11.3 | 2.13
timing repair buffer | 22 | 209 | 39.5
tap | 46 | 57.6 | 10.9
multi-input combinational | 15 | 103 | 19.4
-- cell families after synthesis --
family                     synth area share (%)
AOI/OAI and AO/OA                          4.93
adders and majority gates                  4.93
buffers and inverters                      19.2
DFF                                        47.3
other                                      1.48
and+or+nand+nor                            22.2
-- layout by cell type (no fill, tap or decap), drive strengths merged --
| cell type | n |
|---|---|
| a21o | 1 |
| a21oi | 1 |
| buf | 13 |
| clkbuf | 3 |
| clkdlybuf4s15 | 6 |
| clkdlybuf4s50 | 2 |
| conb | 1 |
| dfxtp | 6 |
| dlygate4sd2 | 1 |
| ha | 1 |
| inv | 3 |
| nand2 | 1 |
| nand2b | 1 |
| nor2 | 7 |
| nor2b | 1 |
| or2 | 1 |
-- tightest hold or removal path: cells and delay by family --
| family | cells | cell delay, ps |
|---|---|---|
| buffers and inverters | 1 | 210 |
| AND/OR/NAND/NOR | 1 | 60 |
| AND-OR/OR-AND | 1 | 60 |
-- power groups by stage --
stage	Sequential, mW	Clock [mW]	Combinational, mW
6_report	0.256	0.223	0.0825
5_1_grt	0.257	0.258	0.0921
4_1_cts	0.256	0.239	0.0895
Power figures rest on the tool's default switching activity, not on a simulated workload.
